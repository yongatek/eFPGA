--- design/flow/constraint.sdc ---
current_design dpram_1024x8

set clk_period 51.0
set clk_io_pct 0.2

create_clock -name clk0 -period $clk_period [get_ports {clk}]

set non_clock_inputs [all_inputs -no_clocks]
set_input_delay [expr $clk_period * $clk_io_pct] -clock clk0 $non_clock_inputs
set_output_delay [expr $clk_period * $clk_io_pct] -clock clk0 [all_outputs]
--- design/flow/run.sh ---
#!/bin/bash
# OpenROAD 26Q1-2900-gdf79404cd8, Yosys 0.63+post, stock flow scripts
make -C /OpenROAD-flow-scripts/flow DESIGN_CONFIG=/design/flow/config.mk WORK_HOME=/design/flow/orfs finish
--- design/flow/config.mk ---
export PLATFORM = sky130hd
export DESIGN_NAME = dpram_1024x8
export DESIGN_NICKNAME = dpram_1024x8
export VERILOG_FILES = /design/flow/design.v
export SDC_FILE = /design/flow/constraint.sdc
export NUM_CORES = 4
export LEC_CHECK = 1
export CORE_UTILIZATION = 40
export SYNTH_MEMORY_MAX_BITS = 65536
--- design/flow/design.v ---
module dpram_1024x8 (clk, wen1, addr1, d_in1, d_out1, wen2, addr2, d_in2, d_out2);
  input        clk;
  input        wen1;
  input  [0:9] addr1;
  input  [0:7] d_in1;
  output [0:7] d_out1;
  input        wen2;
  input  [0:9] addr2;
  input  [0:7] d_in2;
  output [0:7] d_out2;
  reg[0:7] ram[0:1023];
  reg[0:7] internal1;
  reg[0:7] internal2;
  assign d_out1 = internal1;
  assign d_out2 = internal2;
  always @(posedge clk) begin
  	if(wen1) begin
  	  ram[addr1] <= d_in1;
  	end	else begin
  	  internal1 <= ram[addr1];
  	end
  	if(wen2) begin
  	  ram[addr2] <= d_in2;
  	end	else begin
  	  internal2 <= ram[addr2];
  	end
  end
endmodule
==> results.tsv <==
stage	metric	value	unit
yosys	synth_largest_type_area_fraction	50.3	%
drt	post-route-drc-count	0	
grt	grt.total_usage	37.9	%
die	dieHeight	1.11	mm
yosys	syn-cell-area	490000	µm²
run_status	outcome	finished clean	
yosys	post_synth_num_cell_types	62	
clocking	postCtsHoldBufs	0	
pwr	power_per_cell_area	29.2	nW/µm²
die	chip_area	1230000	µm²
timing	hold-worst-slack	1.14	ns
clocking	numCtsBuffers	929	
drt	wire_length_per_cell	41.5	µm
drt	detailedRoute.firstIterationViolations	29100	
clocking	clock.latency.late_pin	1.29	ns
clocking	post_cts.repair.setup_buffers	0	
timing	rsz_0062_raised_after_global_routing	no	
setup_path	timing.reg2reg.setup_slack	46.02	ns
placed_design	place_ws	31.94	ns
drt	routed.top_layer	met5	
clocking	cts_tree	yes	
pwr	total_power	0.0159	W
timing	post_layout_minimum_cycle_time	18.23	ns
setup_path	critical_path.startpoint_type	input pin	
die	row_count	406	
placed_design	post-dp-hpwl	1500	mm
drt	num_vias	357000	
drt	met3_wirelength	403	mm
finish	finish.cell_count_without_fillers	53900	
timing	fin_crit_sh	35.7	%
pwr	ir_worst_vdd	0.0317	mV
finish	areaGrowthSynthToFinish	11.2	%
die	ios	55	
yosys	synth_top_cell_by_area	sky130_fd_sc_hd__edfxtp_1	
drt	wl_met2	932	mm
timing	number_of_max_slew_violations_in_the_final_report	0	
grt	vias_in_the_first_global_route	359000	
timing	clock-skew-final	0.112	ns
clocking	path_clk_slew	0.06	ns
yosys	async_flop_share	0	%
timing	setup-violations-final	0	
grt	grt_first_pass_wirelength	3020	mm
die	chipWidth	1.11	mm
clocking	clk_path_buf_depth	5	
drt	drt_pass1_iterations	8	
yosys	yosys-top-cells-area	sky130_fd_sc_hd__edfxtp_1 50%, sky130_fd_sc_hd__mux2_2 19%, sky130_fd_sc_hd__mux2i_1 15%	
setup_path	cp_max_fo	72	
drt	viasPerCell	6.62	
yosys	post-synth-top-count-cell	sky130_fd_sc_hd__edfxtp_1	
timing	maxSlewHeadroom	0.674	%
grt	initial_antenna_violation_count	326	
yosys	synth_flops	8208	
finish	share_of_post_route_cells_with_drive_strength_above_1	35.9	%
die	fp_util	40.1	%
hold_path	hp-class	reg -> reg	
clocking	cts_repair_resize_count	0	
timing	fmaxAchievable	54.9	MHz
setup_path	critical_path_required	52.03	ns
placed_design	place_congestion	1.05	
clocking	cts.sink_count	8208	
yosys	synth_cells	36900	
flow_run	drv_cap	0	
yosys	yosys-stat-area	490000	µm²
setup_path	critPathKind	in -> reg	
die	floorplan.core_area	1220000	µm²
yosys	ys_top_cells_by_count	8,208 x sky130_fd_sc_hd__edfxtp_1, 8,201 x sky130_fd_sc_hd__mux2_2, 7,175 x sky130_fd_sc_hd__mux2i_1, 3,641 x sky130_fd_sc_hd__o22ai_1, 2,713 x sky130_fd_sc_hd__clkbuf_1	
placed_design	port-buffer-count	54	
yosys	dominantRegCellSynth	sky130_fd_sc_hd__edfxtp_1	
timing	postLayoutSetupSlackWorst	32.77	ns
clocking	cts-root-buf	sky130_fd_sc_hd__clkbuf_16	
pwr	total_leakage_power	190	nW
placed_design	placed_cells_incl_taps	51600	
yosys	yosys.stat.seqShare	50.3	%
clocking	cts_max_level	6	
timing	worst-slew-pin-transition	1.47	ns
yosys	yosysCellCount	36900	
drt	wirelength	2240	mm
yosys	syn_area_per_cell	13.3	µm²
setup_path	worst-endpoint-arrival	19.26	ns
drt	detail_route.wirelength.met1	718	mm
grt	globalRoute.totalOverflow	0	
grt	maximum_number_of_pins_on_one_net_before_global_route_repair	103	
drt	postRouteAntennaNets	0	
yosys	flip_flops_with_a_built_in_enable	8208	
setup_path	worst_setup_ep_type	flip-flop	
timing	setup_total_negative_slack	0	ns
flow_run	total_number_of_warnings_across_the_stage_logs	42	
timing	hold_viol_final	0	
yosys	yosys_warnings	1	
-- final cells by class --
type | count | area [µm²]
fill | 107000 | 677000
sequential | 8208 | 246000
multi-input combinational | 24500 | 227000
clock buffer | 1139 | 24300
tap | 16300 | 20400
timing repair buffer | 2585 | 20300
clock inverter | 570 | 5290
antenna | 608 | 1520
inverter | 3 | 11.3
-- critical path, stage by stage --
cell and delay [ns]:
sky130_fd_sc_hd__buf_16 0.39, sky130_fd_sc_hd__buf_4 0.56, sky130_fd_sc_hd__buf_4 0.70, sky130_fd_sc_hd__buf_4 0.69, sky130_fd_sc_hd__buf_4 0.70, sky130_fd_sc_hd__buf_4 0.75
sky130_fd_sc_hd__buf_4 0.65, sky130_fd_sc_hd__buf_4 0.70, sky130_fd_sc_hd__mux2i_1 0.34, sky130_fd_sc_hd__o22ai_1 0.11, sky130_fd_sc_hd__nor4_1 0.81, sky130_fd_sc_hd__o2111ai_1 0.27
sky130_fd_sc_hd__nand4_1 0.59, sky130_fd_sc_hd__o211ai_1 0.60, sky130_fd_sc_hd__buf_4 0.33, sky130_fd_sc_hd__or4b_1 0.46
-- sequential cells by signal, indices dropped and copies added, names as in the netlist --
register / flops
internal2: 8
internal1: 8
ram: 8192
-- logic make-up after synthesis --
family          count (synthesis)  share of synthesized area [%]
simple gates                 3428                           3.47
compound gates               5181                           6.64
buf+inv                      4199                           3.69
mux                         15900                           35.9
flops                        8208                           50.3
-- through the flow --
| stage | instance area, µm² | util (%) |
|---|---|---|
| after global routing | 544000 | 44.5 |
| after detailed placement | 514000 | 42.1 |
| final | 545000 | 44.6 |
| after CTS | 544000 | 44.5 |
| after global placement | 514000 | 42.1 |
| after floorplan | 490000 | - |
-- path summary, 6_finish.rpt --
check                             start                      to  cells past startpoint
setup reg to reg  ram[394][0]$_DFFE_PP_  internal2[7]$_DFFE_PN_                      8
hold reg to reg   ram[649][6]$_DFFE_PP_  internal1[1]$_DFFE_PN_                      6
hold / removal    ram[649][6]$_DFFE_PP_  internal1[1]$_DFFE_PN_                      6
setup / recovery               addr1[8]  internal1[2]$_DFFE_PN_                     16
-- report_power, final --
group | switching, W | leakage [nW] | internal [W] | total [W]
logic | 0.00115 | 102 | 0.000601 | 0.00175
registers | 0.0000167 | 73.8 | 0.00743 | 0.00745
clock network | 0.00297 | 14.4 | 0.00376 | 0.00673
-- layout by cell type, fill, tap and decap left out, types with 30 or more instances in the layout --
cell type,count
sky130_fd_sc_hd__edfxtp_1,8208
sky130_fd_sc_hd__clkinv_1,237
sky130_fd_sc_hd__a31oi_1,155
sky130_fd_sc_hd__nand3_1,144
sky130_fd_sc_hd__nor3_1,322
sky130_fd_sc_hd__nand2_1,630
sky130_fd_sc_hd__clkinv_2,173
sky130_fd_sc_hd__o2111ai_1,159
sky130_fd_sc_hd__o22ai_1,3641
sky130_fd_sc_hd__mux2_2,8201
sky130_fd_sc_hd__clkbuf_1,198
sky130_fd_sc_hd__o21ai_1,33
sky130_fd_sc_hd__nor4_1,562
sky130_fd_sc_hd__o21ai_0,754
sky130_fd_sc_hd__a211oi_1,128
sky130_fd_sc_hd__mux2i_1,7175
sky130_fd_sc_hd__o22a_1,146
sky130_fd_sc_hd__buf_4,2481
sky130_fd_sc_hd__clkinvlp_4,30
sky130_fd_sc_hd__nor2_2,533
sky130_fd_sc_hd__mux4_2,526
sky130_fd_sc_hd__nand2_4,56
sky130_fd_sc_hd__clkbuf_16,941
sky130_fd_sc_hd__diode_2,608
sky130_fd_sc_hd__nand4_1,80
sky130_fd_sc_hd__nor2_1,918
sky130_fd_sc_hd__a22oi_1,116
sky130_fd_sc_hd__buf_12,52
sky130_fd_sc_hd__bufinv_16,78
-- per-layer routing --
| layer | GRT usage, % | up-vias |
|---|---|---|
| met5 | 3.83 | - |
| li1 | - | 146000 |
| met2 | 49.5 | 24500 |
| met4 | 26.3 | 278 |
| met3 | 29.2 | 6156 |
| met1 | 42.0 | 180000 |
No activity file was given, so power comes from the tool's default toggle rates.
