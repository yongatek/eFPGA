[flow/run.sh]
#!/bin/bash
# OpenROAD 26Q1-2900-gdf79404cd8, Yosys 0.63+post, stock flow scripts
make -C /OpenROAD-flow-scripts/flow DESIGN_CONFIG=/design/flow/config.mk WORK_HOME=/design/flow/orfs finish
[flow/config.mk]
export PLATFORM = sky130hd
export DESIGN_NAME = counter_bram_dsp_automap
export DESIGN_NICKNAME = counter_bram_dsp_automap
export VERILOG_FILES = /design/flow/design.v
export SDC_FILE = /design/flow/constraint.sdc
export NUM_CORES = 4
export LEC_CHECK = 1
export CORE_UTILIZATION = 50
export SYNTH_MEMORY_MAX_BITS = 65536
[flow/constraint.sdc]
current_design counter_bram_dsp_automap

set clk_period 133.3
set clk_io_pct 0.2

create_clock -name clk0 -period $clk_period [get_ports {clk}]

set non_clock_inputs [all_inputs -no_clocks]
set_input_delay [expr $clk_period * $clk_io_pct] -clock clk0 $non_clock_inputs
set_output_delay [expr $clk_period * $clk_io_pct] -clock clk0 [all_outputs]
[flow/design.v]
module counter_bram_dsp_automap (
	clk,
	reset,
	mult_a, 
	mult_b,
	and_all_bram_douts,
	data_out,
	mult_out,
	result,
	ops_on_mult
);
	input clk;
	input reset;
	input [17:0] mult_a;
	input [17:0] mult_b;
	reg [17:0] mult_a_reg, mult_b_reg;
	output reg [31:0] result;
	output [7:0] data_out;
	output [35:0] mult_out;
	output wire and_all_bram_douts;
	output reg ops_on_mult;
	reg [31:0] counter;
	reg ren, wen;
	reg [9:0] waddr;
	reg [9:0] raddr;
	reg Do0_bram_0_reg;
	wire [7:0] Do0_bram;
	assign mult_out = mult_a_reg * mult_b_reg;
	reg [7:0] ram[0:1023];
  	reg [7:0] internal;
  	assign data_out = internal;
  	always @(posedge clk) begin
    	if(wen) begin
      		ram[waddr] <= result[7:0];
    	end
  	end
  	always @(posedge clk) begin
    	if(ren) begin
      		internal <= ram[raddr];
    	end
  	end
	assign and_all_bram_douts = &data_out;
	always @(posedge clk or posedge reset) begin
		if (reset) begin
			counter <= 0;
			ren <= 0;
			wen <= 0;
			waddr <= 0;
			raddr <= 0;
			result <= 0;
			mult_a_reg <= 0;
			mult_b_reg <= 0;
		end
		else begin
			mult_a_reg <= mult_a;
			mult_b_reg <= mult_b;
			ops_on_mult <= (mult_out - 5 == 0) | (counter == 1);
			wen <= 0;
			ren <= 0;
			result <= counter;
			counter <= counter + 1;
			if(counter < 10)begin
				wen <= 1;
				waddr <= waddr + 1;
			end else if (counter < 15)begin
				ren <= 1;
				raddr <= raddr + 1;
				if (counter == 14) begin
					counter <= 0;
				end
			end
		end
	end
endmodule
==> job_summary.md <==
### Flow metrics

| Metric | Value |
|---|---|
| Status | `completed` |
| Asr flop ratio synth | `~1.5%` |
| YS chip area | `around 330000 sq um` |
| Period minus WS final | `between 30000 and 40000 ps` |
| Worst setup margin | `a little under 100000 ps` |
| Number of enable flip-flop cells | `8201` |
| Clk slew on worst S/H paths | `around 60 ps` |
| Max-cap viol count | `0` |
| Std-Cell Rows | `about 300` |
| Dpl hpwl | `530100 microns` |
| Die extent in x | `815.6 microns` |
| Fin crit share | `26.24%` |
| Final wirelength | `about 850000 microns` |
| Crit path DRT | `approximately 110000 ps` |
| Vias in the first global route | `between 150k and 200k` |
| Class of the worst hold path | `reg -> reg` |
| Largest Register | `ram` |
| Grt total ovfl | `0` |
| Share of layout cells above drive strength 1 | `27.82%` |
| Root buffer cell | `clkbuf_16` |
| Critical path class | `reg -> out` |
| Fmax | `about 29 MHz` |
| Crit end category | `output port` |
| Post-synth seq share | `75.33%` |
| Syn avg cell area | `roughly 23 sq um` |
| FILL cells | `46210` |
| Final hold vios | `0` |
| H-tree levels | `6` |
| RSZ-0062 raised after global routing | `no` |
| Slew Limit Fails | `0` |
| Crit path from | `mult_a_reg[15]` |
| PostCTS Resize Cnt | `0` |
| Number of buffers added on ports | `around 120` |
| Die Area | `around 670000 sq um` |
| Largest net degree at the start of global routing | `133` |
| Ys Warns | `1` |
| Clock Path Buffers | `4` |
| Biggest regs | `ram x8192, counter x32, result x32` |
| TritonRoute pass-1 iters | `8` |
| Flops & latches, synth | `8323` |
| Area Growth Syn to Fin | `12.11%` |
| Worst vdd ir | `around 77 uV` |
| Initial drt markers | `9536` |
| DR vias | `about 150k` |
| Setup WS pre-CTS | `between 90000 and 100000 ps` |
| Worst r2r src | `mult_a_reg[15]` |
| GP Congestion | `roughly 0.90` |
| # Cells Yosys | `14670` |
| Clk latency of the worst-skew pair | `1160 ps` |
| Final ANT Viol Nets | `0` |
| M1 WL | `254900 microns` |
| Aggregate global-route resource usage | `29.26%` |
| TritonCTS buffer count | `just over 800` |
| WL met2 | `400600 microns` |
| CP Data Arrival Time | `8320 ps` |
| CORE AREA | `roughly 660000 sq um` |
| # hold bufs at CTS | `0` |
| Initial antenna violation count | `62` |
| Setup TNS | `0 ps` |
| Die Y | `815.6 microns` |
| DRC | `0` |
| Tool warnings | `61` |
| # IOs | `~120` |
| Clock Sinks | `approximately 8300` |
| WL met3 | `around 160000 microns` |
| Post-CTS Setup Bufs | `0` |
| First-pass GRT wire length | `roughly 1200000 microns` |
| Final setup viols | `0` |
| Power per cell area | `roughly 16 nW/um^2` |
| Post-DR wirelength/cell | `about 34 microns` |
| Synth unique cells | `77` |
| Static leakage | `~110 nW` |
| Critical hold path startpoint | `counter[31]` |
| Dominant register cell | `edfxtp_1` |
| Crit-path max FO | `18` |
| Via/cell ratio | `just over 6` |
| Startpoint Class | `flop` |
| FP Util | `50.24%` |
| CTS tree | `yes` |
| Number of flip-flops in the largest register | `between 8000 and 9000` |
| Worst Skew | `approximately 66 ps` |
| Cell Area, Synth | `approximately 330000 sq um` |
| Worst-Margin Slew | `around 1300 ps` |
| Top routing layer in use | `met5` |
| Post-Synthesis Cells | `14670` |
| Slew headroom | `14.49%` |
## area by class of cell
| cell class | count | area (sq um) | share of cell area (%) |
|---|---|---|---|
| inverters | 340 | 1281 | 0.3453 |
| clock buffers | 973 | 21480 | 5.788 |
| clock inverters | 554 | 5528 | 1.490 |
| diodes | 115 | 287.8 | 0.07756 |
| multi-input cells | 5113 | 77290 | 20.83 |
| well taps | 8700 | 10890 | 2.934 |
| repair buffers | 580 | 4930 | 1.329 |
| flip-flops and latches | 8323 | 249400 | 67.21 |
## cell usage in the layout (no fill, tap or decap), types with 11 or more instances in the layout
cell             Yosys  final
nand4_1             23     23
nand2_4              0     25
edfxtp_1          8201   8201
o21ai_0             30     30
mux2_2              15     15
buf_12               0     23
clkbuf_16            0    838
clkdlybuf4s50_1      0    115
and2_1             156    156
fa_1               256    256
clkinv_2             0    156
buf_4                0    442
nor2b_1             35     35
inv_6                0     18
clkbuf_1           576    135
dfrtp_4              0     15
a21o_1              16     16
a211oi_1            33     33
a21oi_1             57     57
and3_1              32     32
dfrtp_1            122    106
clkinv_1             0    211
mux4_2            2682   2682
nand3_1             35     29
nor4_1              12     11
nand2_1            315    290
a22oi_1             14     14
inv_1              340    339
ha_1               118    118
xor2_1              18     18
bufinv_16            0     97
clkinvlp_4           0     43
nor2_1            1051   1051
mux2i_1             40     40
diode_2              0    115
xnor2_1             45     45
## worst paths after layout
kind / to / slack, ps / cells past startpoint
worst min-delay path: result[31] / 440 / 0
worst max register to register: ops_on_mult / 125040 / 23
max in group asynchronous: raddr[1] / 105500 / 4
min in group asynchronous: mult_a_reg[13] / 25930 / 2
worst min register to register: result[31] / 440 / 0
worst max-delay path: mult_out[34] / 98320 / 21
## power by group
group / internal [mW] / total, mW / leakage (nW) / switching [mW]
clock network: 1.34 / 2.31 / 13.1 / 0.971
logic: 0.292 / 0.629 / 27.6 / 0.336
registers: 2.83 / 2.83 / 66.4 / 0.00324
total: 4.46 / 5.77 / 107 / 1.31
## metrics by stage
| step | instance area (sq um) | hold slack [ps] | power, mW | cells | util [%] |
|---|---|---|---|---|---|
| after floorplan | 331000 | 351.9 | 3.292 | 14670 | - |
| after global placement | 343800 | 420.2 | 3.527 | 23060 | 52.18 |
| after detailed placement | 343800 | 429.5 | 3.519 | 23060 | 52.18 |
| after CTS | 370800 | 443.2 | 5.811 | 24580 | 56.28 |
| after global routing | 370900 | 458.3 | 5.982 | 24630 | 56.29 |
| final | 371100 | 435.0 | 5.769 | 24700 | 56.32 |
## layer usage
layer | vias up | track usage, %
met5 | - | 2.828
met4 | 94 | 8.352
met3 | 1400 | 23.88
met2 | 9521 | 41.12
met1 | 78190 | 36.47
li1 | 62180 | -
## Yosys cell counts, types with 9 or more instances
library cell  count  area [sq um]
ha_1            118          1476
nand2_1         315          1182
edfxtp_1       8201        246300
nor2_1         1051          3945
nand4_1          23         143.9
inv_1           340          1276
clkbuf_1        576          2162
xnor2_1          45         394.1
a21o_1           16         120.1
a21oi_1          57         285.3
o21ai_0          30         150.1
buf_2            27         135.1
nor2b_1          35         219.0
mux2_2           15         168.9
a211oi_1         33         247.7
nand3_1          35         175.2
fa_1            256          5125
buf_1           288          1081
and4_1           10         87.58
nor3_1           10         50.05
dfrtp_1         122          3053
and3_1           32         200.2
mux4_2         2682         60400
xor2_1           18         157.7
and2_1          156         975.9
mux2i_1          40         400.4
o211ai_1          9         67.56
a22oi_1          14         105.1
nor4_1           12         75.07
## worst max-delay path, cell delays in order (launching register included)
cell and delay (ps):
dfrtp_1 900, nand2_1 170, fa_1 580, inv_1 50, fa_1 470, inv_1 50, fa_1 500, inv_1 60
fa_1 490, fa_1 490, inv_1 50, fa_1 550, inv_1 60, ha_1 390, a21oi_2 190, o21ai_1 170
or3_1 410, o21a_1 230, or2_1 260, a221oi_1 440, xnor2_2 170, clkdlybuf4s50_1 490
## kinds of logic after synthesis
family / count (synthesis) / synth area share (%)
buffers and inverters: 1231 / 1.406
adders and majority gates: 375 / 1.998
xor gates and xnor gates: 65 / 0.1765
muxes: 2737 / 18.42
AOI/OAI and AO/OA: 215 / 0.4446
DFF: 8323 / 75.33
and+or+nand+nor: 1721 / 2.225
Power and IR drop assume default switching activity.
