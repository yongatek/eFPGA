==> design.v <==
module spram (clk, write_enable, write_data, addr, read_data);
parameter DATA_WIDTH = 8;
parameter ADDR_WIDTH = 11;
input clk;
input write_enable;
input [7: 0] write_data;
input [10 : 0] addr; 
output reg [7 : 0] read_data;
reg [7:0] read_dataNext;
reg [DATA_WIDTH - 1 : 0] mem [2**ADDR_WIDTH - 1 : 0];
always @(posedge clk) begin
	read_data <= read_dataNext;
	if (write_enable)
		mem[addr] <= write_data;
	else 
		read_dataNext <= mem[addr];
end
endmodule
==> run.sh <==
#!/bin/bash
# OpenROAD 26Q1-2900-gdf79404cd8, Yosys 0.63+post, stock flow scripts
make -C /OpenROAD-flow-scripts/flow DESIGN_CONFIG=/design/flow/config.mk WORK_HOME=/design/flow/orfs finish
==> config.mk <==
export PLATFORM = sky130hd
export DESIGN_NAME = spram
export DESIGN_NICKNAME = spram
export VERILOG_FILES = /design/flow/design.v
export SDC_FILE = /design/flow/constraint.sdc
export NUM_CORES = 4
export LEC_CHECK = 1
export CORE_UTILIZATION = 40
export SYNTH_MEMORY_MAX_BITS = 65536
==> constraint.sdc <==
current_design spram

set clk_period 97.3
set clk_io_pct 0.2

create_clock -name clk0 -period $clk_period [get_ports {clk}]

set non_clock_inputs [all_inputs -no_clocks]
set_input_delay [expr $clk_period * $clk_io_pct] -clock clk0 $non_clock_inputs
set_output_delay [expr $clk_period * $clk_io_pct] -clock clk0 [all_outputs]
==> impl_metrics.toml <==
# implementation run metrics
[setup_path]
worstPathArrival_ns = 30.08
critical_path_class = "in -> reg"
required_ns = 98.35
r2r_setup_slack_ns = 91.57
cp_max_fo = 90
end_kind = "flop"
critPathLaunchType = "input port"
ff2ff_path_depth = 8

[logic_synthesis]
synthArstFlopShare = 0
ys.flops = 16400
top_area_frac = 0.782
yosys_most_used_dff = "edfxtp_1"
yosysWarnings = 1
syn_inst = 35000
syn_area_per_cell_um2 = 18.0
ys_cells = 35000
top_area_cell = "edfxtp_1"
ys_seq_frac = 0.782
synthTopCellsByArea = "edfxtp_1 (78%), mux2i_1 (13%), o22ai_1 (4.1%), nor2_1 (1.2%), nor4_1 (1.1%)"
ys_chip_area_mm2 = 0.630
synth_area_mm2 = 0.630
synthDistinctLibCells = 35
edf_count = 16400

[routing]
routed_wl_mm = 1780
via_count = 329000
drtAntennaViolNets = 0
avgViaCountPerCell = 5.66
drt_iter0_markers = 21800
drc = 0
drtPass1Iterations = 9
routedWlPerCell_um = 30.6

[sta]
finalSetupTns_ns = 0
fin_ws_ns = 68.26
rsz0062_at_grt = "no"
finalHoldViolCount = 0
setup_violations = 0
fin_crit_ns = 29.04
slew_headroom = -0.0120
fmax_mhz = 34.4
drv_slew = 11
fin_crit_sh = 0.298
finalClockSkew_ns = 0.122
worstMarginPinSlew_ns = 1.52

[placed_design]
dp_slack_ns = 67.09
port_buffers = 28
dpl.hpwl_mm = 1110
gp_congestion = 0.907

[cts]
clk_pin_slew_worst_paths_ns = 0.06
cts_setup_buffers = 0
cts_buffers = 1650
cts_hold_buf = 0
worstSkewPairLatency_ns = 1.35
cts-root-buf = "clkbuf_16"
cts_sinks = 16400
ctsResizeCount = 0
cts_buffer_depth = 6
htreeDepth = 7
tritoncts = "yes"

[floorplan]
io_pins = 29
fp-utilization = 0.401
rows = 460
die_h_mm = 1.26
chipWidth_mm = 1.26
core_area_mm2 = 1.57
chipArea_mm2 = 1.58

[global_route]
met3_usage = 0.211
grt_pass1_wl_mm = 2510
grt_max_degree = 127
gr-total-overflow = 0
grt_use_met2 = 0.338
grt_pass1_vias = 345000
antenna_found_initial = 123
grtUsageTotal = 0.242
busiest_layer = "met2"
use_met1 = 0.270

[layout]
fin_util = 0.453
fill_cells = 129000
comb_area_mm2 = 0.128
area_delta_synth_final_pct = 12.9
final-seq-area_mm2 = 0.492
drive_gt1_frac = 0.104

[flow_run]
warnings = 108
maxCapViolCount = 1

[min_path]
hold_path.class = "reg -> reg"
hold_depth = 1

[power_and_ir_drop]
ir_drop_v = 0.0000176
p_per_area_mw_per_mm2 = 20.4
leakage_nw = 239

[status]
violations = "capacitance limit, slew limit"
status = "finished with violations"
[worst max-delay path, stage by stage]
cell     delay (ns)
buf_16         0.25
buf_4          0.68
buf_4          0.71
buf_12         0.51
buf_4          0.60
buf_4          0.69
buf_4          0.51
buf_12         0.49
buf_4          0.60
buf_4          0.66
buf_12         0.52
buf_4          0.54
mux2i_1        0.25
o22ai_1        0.13
nor4_1         0.70
buf_4          0.24
a21oi_1        0.13
nor4_2         0.73
buf_4          0.25
nand2_1        0.13
a22oi_2        0.17
buf_4          0.16
nand4_1        0.09
[synth_stat cells (all sizes together), types with 6 or more instances]
library cell	count
a21oi	512
a22oi	32
buf	1485
clkbuf	811
dfxtp	8
edfxtp	16400
mux2i	8192
nand2	174
nand3	9
nand4	10
nand4bb	6
nor2	2054
nor3b	6
nor4	1153
o22ai	4096
[power breakdown]
part | internal [mW] | leakage (nW) | switching, mW
combinational | 0.176 | 66.1 | 0.443
clock | 3.53 | 25.2 | 2.58
sequential | 7.77 | 147 | 0.00225
total | 11.5 | 239 | 3.03
[flip-flops by register name, indices dropped and copies added (netlist names)]
| signal | cells |
|---|---|
| mem | 16384 |
| read_data | 8 |
| read_dataNext | 8 |
[metrics by stage]
stage          power, mW  instance area [µm²]  instances  hold WS (ns)
2_1_floorplan       8.22               630000      35000         0.323
3_3_place_gp        8.53               658000      55000         0.676
3_5_place_dp        8.54               658000      55000         0.651
4_1_cts             14.6               710000      57900         0.668
5_1_grt             14.9               710000      58000         0.719
6_report            14.5               711000      58100         0.732
[metal layers]
| metal | share of wire | up-vias |
|---|---|---|
| met1 | 0.32 | 163000 |
| met5 | 0.0025 | - |
| met3 | 0.19 | 3344 |
| met4 | 0.042 | 199 |
| li1 | - | 143000 |
| met2 | 0.45 | 19100 |
[cells by family (layout without fill, tap and decap cells)]
| group | Yosys count | count (layout) | share of synthesized area |
|---|---|---|---|
| AND-OR/OR-AND | 4640 | 4640 | 0.0451 |
| buffers and inverters | 2297 | 4426 | 0.0170 |
| other | 0 | 240 | 0 |
| AND/OR/NAND/NOR | 3454 | 3454 | 0.0256 |
| flip-flops | 16400 | 16400 | 0.782 |
| multiplexers | 8192 | 8192 | 0.130 |
[path summary, 6_finish.rpt]
| check | startpoint | to |
|---|---|---|
| max | addr[1] | read_dataNext[3] |
| min | read_dataNext[4] | read_data[4] |
| max reg2reg | mem[1406][7] | read_dataNext[7] |
| min reg2reg | read_dataNext[4] | read_data[4] |
[area by class of cell]
type / instances / area share
Inverter: 1 / 0.00000528
Clock buffer: 1958 / 0.0604
Tap cell: 20800 / 0.0366
Antenna cell: 240 / 0.000845
Timing Repair Buffer: 1504 / 0.0175
Sequential cell: 16400 / 0.693
Clock inverter: 963 / 0.0121
Multi-Input combinational cell: 16300 / 0.180
[cell usage in the layout, fill, tap and decap left out, types with 240 or more instances in the layout]
cell type,n
clkbuf_16,1671
nor4_1,1097
clkinv_2,309
buf_4,1400
nor2_1,2052
o22ai_1,4096
diode_2,240
clkinv_1,402
mux2i_1,8192
edfxtp_1,16400
a21oi_1,495
clkbuf_1,282
Power and IR drop assume default switching activity.
